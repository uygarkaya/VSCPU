## ./run.sh

```bash
#!/bin/bash
# OpenROAD 26Q1-2900-gdf79404cd8, Yosys 0.63+post, stock flow scripts
make -C /OpenROAD-flow-scripts/flow DESIGN_CONFIG=/design/flow/config.mk WORK_HOME=/design/flow/orfs finish
```

## ./config.mk

```make
export PLATFORM = sky130hd
export DESIGN_NAME = SimpleCPU
export DESIGN_NICKNAME = SimpleCPU
export VERILOG_FILES = /design/flow/design.v
export SDC_FILE = /design/flow/constraint.sdc
export NUM_CORES = 4
export LEC_CHECK = 1
export CORE_UTILIZATION = 50
```

## ./constraint.sdc

```tcl
current_design SimpleCPU

set clk_period 26.4
set clk_io_pct 0.2

create_clock -name clk0 -period $clk_period [get_ports {clk}]

set non_clock_inputs [all_inputs -no_clocks]
set_input_delay [expr $clk_period * $clk_io_pct] -clock clk0 $non_clock_inputs
set_output_delay [expr $clk_period * $clk_io_pct] -clock clk0 [all_outputs]
```

## ./design.v

```verilog
`timescale 1ns / 1ps
module SimpleCPU(clk, rst, data_fromRAM, wrEn, addr_toRAM, data_toRAM, pCounter);
parameter ADDR_LEN = 14;
input clk, rst;
input wire [31:0] data_fromRAM;
output reg wrEn;
output reg [ADDR_LEN-1:0] addr_toRAM;
output reg [31:0] data_toRAM;
output reg [ADDR_LEN-1:0] pCounter;
reg [ADDR_LEN-1:0] pCounterNext;
reg [ 3:0] opcode, opcodeNext;
reg [13:0] operand1, operand2, operand1Next, operand2Next;
reg [31:0] num1, num2, num1Next, num2Next;
reg [ 2:0] state, stateNext;
always @(posedge clk)begin
	state    <= #1 stateNext;
	pCounter <= #1 pCounterNext;
	opcode   <= #1 opcodeNext;
	operand1 <= #1 operand1Next;
	operand2 <= #1 operand2Next;
	num1     <= #1 num1Next;
	num2     <= #1 num2Next;
end
always @*begin
	stateNext    = state;
	pCounterNext = pCounter;
	opcodeNext   = opcode;
	operand1Next = operand1;
	operand2Next = operand2;
	num1Next     = num1;
	num2Next     = num2;
	addr_toRAM   = 0;
	wrEn         = 0;
	data_toRAM   = 0;
if(rst)
	begin
	stateNext    = 0;
	pCounterNext = 0;
	opcodeNext   = 0;
	operand1Next = 0;
	operand2Next = 0;
	num1Next     = 0;
	num2Next     = 0;
	addr_toRAM   = 0;
	wrEn         = 0;
	data_toRAM   = 0;
	end
else 
	case(state)                       
		0: begin  
			pCounterNext = pCounter;
			opcodeNext   = opcode;
			operand1Next = 0;
			operand2Next = 0;
			addr_toRAM   = pCounter;
			num1Next     = 0;
			num2Next     = 0;
			wrEn         = 0;
			data_toRAM   = 0;
			stateNext    = 1;
		end 
		1:begin  
			pCounterNext = pCounter;
			opcodeNext   = data_fromRAM[31:28];
			operand1Next = data_fromRAM[27:14];
			operand2Next = data_fromRAM[13: 0];
			addr_toRAM   = data_fromRAM[27:14];
			num1Next     = 0;
			num2Next     = 0;
			wrEn         = 0;
			data_toRAM   = 0;
			case(opcodeNext)
				4'b0000: stateNext = 2;  
				4'b0001: stateNext = 4;  
				4'b0010: stateNext = 2;  
				4'b0011: stateNext = 4;  
				4'b0100: stateNext = 2;  
				4'b0101: stateNext = 4;  
				4'b0110: stateNext = 2;  
				4'b0111: stateNext = 4;  
				4'b1000: stateNext = 2;  
				4'b1001: stateNext = 4;  
				4'b1010: stateNext = 5;  
				4'b1011: stateNext = 5;  
				4'b1100: stateNext = 2;  
				4'b1101: stateNext = 4;  
				4'b1110: stateNext = 2;  
				4'b1111: stateNext = 4;  
			endcase
		end
		2: begin  
			pCounterNext = pCounter;
			opcodeNext   = opcode;
			operand1Next = operand1;
			operand2Next = operand2;
			addr_toRAM   = operand2;
			num1Next     = data_fromRAM;
			num2Next     = 0;
			wrEn         = 0;
			data_toRAM   = 0;
			stateNext    = 3;
		end
		3: begin  
			pCounterNext = pCounter + 1;
			opcodeNext   = opcode;
			operand1Next = operand1;
			operand2Next = operand2;
			num1Next     = num1;
			num2Next     = data_fromRAM;
			addr_toRAM   = operand1;
			wrEn         = 1;
			if(data_fromRAM == 0) begin
				pCounterNext = num1;
				data_toRAM   = 0;
				addr_toRAM   = 0;
				wrEn         = 0;
			end
			case(opcode)
				4'b0000: data_toRAM = num1 + data_fromRAM;
				4'b0010: data_toRAM = ~(num1 & data_fromRAM);
				4'b0100: data_toRAM = (data_fromRAM < 32) ? ((num1) >> (data_fromRAM)) : ((num1) << ((data_fromRAM) - 32));
				4'b0110: data_toRAM = num1 < data_fromRAM;
				4'b1000: data_toRAM = data_fromRAM; 
				4'b1110: data_toRAM = num1 * data_fromRAM;
			endcase
			stateNext = 0;
		end
		4: begin 
			pCounterNext = pCounter + 1;
			opcodeNext   = opcode;
			operand1Next = operand1;
			operand2Next = operand2;
			addr_toRAM   = operand1;
			num1Next     = data_fromRAM;
			num2Next     = operand2;
			wrEn         = 1;
			if(opcode == 4'b1101) begin
				pCounterNext = data_fromRAM + operand2;
				data_toRAM   = 32'hFFFF_FFFF;
				wrEn         = 0;
			end
			case(opcode)
				4'b0001: data_toRAM = data_fromRAM + operand2;
				4'b0011: data_toRAM = ~(data_fromRAM & operand2);
				4'b0101: data_toRAM = (operand2 < 32) ? ((data_fromRAM) >> (operand2)) : ((data_fromRAM) << ((operand2)-32));
				4'b0111: data_toRAM = data_fromRAM < operand2;
				4'b1001: data_toRAM = operand2; 
				4'b1111: data_toRAM = data_fromRAM * operand2;
			endcase
			stateNext = 0;
		end
		5: begin
			pCounterNext = pCounter;
			opcodeNext   = opcode;
			operand1Next = operand1;
			operand2Next = operand2;
			addr_toRAM   = operand2;
			num1Next     = data_fromRAM;
			num2Next     = 0;
			wrEn         = 0;
			data_toRAM   = 0;
			stateNext    = 6;
		end
		6: begin
			pCounterNext = pCounter; 
			opcodeNext   = opcode;
			operand1Next = operand1;
			operand2Next = operand2;
			num1Next     = num1;
			num2Next     = data_fromRAM;
			wrEn         = 0;
			data_toRAM   = 0;
			case(opcode)
				4'b1010: addr_toRAM = data_fromRAM;
				4'b1011: addr_toRAM = num1;
			endcase
			stateNext    = 7;
		end
		7: begin
			pCounterNext = pCounter + 1;
			operand1Next = operand1;
			operand2Next = operand2;
			opcodeNext   = opcode;
			wrEn         = 1;
			if(opcode == 4'b1010) begin
				num1Next     = num1;
				num2Next     = data_fromRAM;
				data_toRAM   = data_fromRAM;
				addr_toRAM   = operand1;
			end
			if(opcode == 4'b1011) begin
				num2Next     = num2;
				data_toRAM   = num2;
				addr_toRAM   = num1;
			end
			stateNext = 0;
		end
		default: begin
			stateNext    = 0;
			pCounterNext = 0;
			opcodeNext   = 0;
			operand1Next = 0;
			operand2Next = 0;
			num1Next     = 0;
			num2Next     = 0;
			addr_toRAM   = 0;
			wrEn         = 0;
			data_toRAM   = 0;
		end
	endcase
end
endmodule
```

==> CHANGELOG.md <==
### Physical design

- Gr usage total: 54.2%
- Floorplan row count: 107
- Achievable frequency: 50.5 MHz
- Switch share: ~56%
- Hold crit path type: register to register
- Synthesized instance count: 5572
- Final period util: 75.1%
- Worst Hold End: num2[29]
- Ys async rst share: 0%
- YS chip area: 43100 sq um
- Stage-log warning count: 71
- # IOs: 95
- Initial antenna violation count: 17
- Routed wire length: 220 mm
- Final min period: 19810 ps
- Die Size: 87400 sq um
- DP Cell Count: about 6.6k
- Most frequent cells in the layout: inv_1 (741), fa_1 (682), nand2_1 (661)
- Status: completed
- Ys flops: roughly 110
- Via count: 42.7k
- Post-route insts no fill: 6623
- Number of synthesized flops with an enable pin: 0
- Wire per inst: 33.3 um
- Fill cells: around 8.1k
- DP HPWL: 166 mm
- VDD IR-drop max: between 0.04 and 0.05 mV
- Pwr/cell area: 31.6 nW/um^2
- Distinct lib cells used: 86
- Final hold violation count: 0
- Slowest stage delay, CP: 680 ps
- Die X: 296 um
- Synthesis warning total: 1
- Synthesis-to-finish area growth: 6.36%
- Worst setup EP type: primary output
- Clock share of power: 16.9%
- Die Ht: 296 um
- # clock sinks: 113
- Vias per Instance: 6.45
- Hold_sp: num2[29]
- Critical Path Start Type: input pin
- Share of post-route cells with drive strength above 1: 6.64%
- Clock Skews: 16.7 ps
- Relative slew margins: 1.54%
- Most frequent CP cell: fa_1
- Crit path DAT: roughly 15000 ps
- RSZ-0062 raised after global routing: false
- Sum Neg Setup Slack: 0 ps
- Routability cong.: ~1.2
- CP Buf/Inv Count: 8
- DRC viols: 0
- Vias in the first global route: 42.9k
- Critical path's top delay family: adder cells
- Dominant logic cell type in the layout: inv_1
- # Post-CTS Setup Buffers: 0
- Setup slack, reg-to-reg: 22360 ps
- RR Startpoint: operand2[2]
- Switch Pwr: 810 uW
- FP Util: 50.5%
- Yosys Instances: around 5.6k
- Worst skew pair latency: 500 ps
- GR Overflow Total: 0
- Slew @ Worst Pin: 1460 ps
- # hold bufs at CTS: 0
- R2R depth: 15
- Crit path DRT: around 21000 ps
- Lkg Pwr: approximately 20 nW
- CTS buffer count: 17
- Max clock buf depth: 2
- Post-Syn Area: about 43000 sq um
- Worst Hold Depth: 2
- # Max-Cap Violations: 0
- DR pass1 iterations: 11
- Cell-internal power: 639 uW
- Port Buffers: 94
- Comb power frac: between 60% and 70%
- Routed Antenna Nets: 0
- First-pass GRT wire length: 312 mm
- Core Region: roughly 85000 sq um
- H-tree depth: 4
- Reg power frac: approximately an eighth
- Final Max Tran Viols: 0
- CP Class: input pin to primary output
- Seq/Total Area, Yosys: 5.25%
- Largest net degree at the start of global routing: between 60 and 70
- PostCTS Resize Cnt: 0
- DR iter-0 viols: 4182
- Setup-failing EPs final: 0
- Slowest cell on crit path: nor4_1
- CP Max Fanout: 32
- Reg clk slew, reported paths: 70 ps
- Syn avg cell area: 7.73 sq um
- Post-synth top flop: dfxtp_1
- CTS tree: built
- Clk root buf: clkbuf_16
- R2R Path End: pCounter[12]
power by group through the flow:
| stage | clock [mW] | sequential [mW] | combinational (mW) |
|---|---|---|---|
| 6_report | 0.245 | 0.192 | 1.01 |
| 5_1_grt | 0.251 | 0.193 | 1.08 |
| 4_1_cts | 0.245 | 0.192 | 0.974 |
worst max path at each step:
stage                from        endpoint  slack [ps]  depth (start not counted)
4_1_cts   data_fromRAM[6]  data_toRAM[31]        6860                         27
5_1_grt   data_fromRAM[4]  data_toRAM[31]        6360                         27
6_report  data_fromRAM[6]  data_toRAM[31]        6590                         27
Yosys cell counts (all sizes together), types with 81 or more instances:
cell type	instances	area, sq um
nand2	661	2480
ha	277	3470
and2	265	1660
nor2	528	1980
buf	115	521
fa	682	13700
a21oi	335	1680
a221oi	81	709
xnor2	149	1310
dfxtp	113	2260
o21ai	174	882
clkbuf	313	1180
nor3	107	557
inv	750	2820
mux2i	94	941
stage by stage:
stage / hold WS [ps] / area (sq um) / power [mW] / worst slack (ps) / util [%]
after floorplan: 432 / 43100 / 0.789 / 8370 / -
after global placement: 439 / 45200 / 1.16 / 6980 / 53.0
after detailed placement: 445 / 45200 / 1.17 / 6880 / 53.0
after CTS: 454 / 45800 / 1.41 / 6860 / 53.7
after global routing: 468 / 45800 / 1.52 / 6360 / 53.7
final: 453 / 45800 / 1.45 / 6590 / 53.7
layer usage:
layer / vias up / global-route usage (%) / wire, um / share of wire, %
li1: 18100 / - / - / -
met1: 20600 / 65.4 / 74800 / 34
met2: 3025 / 73.7 / 90300 / 41
met3: 951 / 27.0 / 31500 / 14
met4: 16 / 43.8 / 23500 / 11
met5: - / 2.11 / 339 / 0.15
cell type report:
cell class | count | area [sq um] | area share [%]
clock inverter | 15 | 151 | 0.330
clock buffer | 17 | 425 | 0.928
multi-input combinational | 4269 | 36400 | 79.3
inverter | 762 | 2860 | 6.24
timing repair buffer | 290 | 2290 | 5.01
antenna | 13 | 32.5 | 0.0710
tap | 1144 | 1430 | 3.12
sequential | 113 | 2270 | 4.95
state kept, by name (all words and copies together) (netlist names):
name / count
num2: 32
opcode: 4
num1: 32
state: 3
pCounter: 14
operand1: 14
operand2: 14
kinds of logic after synthesis:
kind of cell / synth area share [%]
mux: 3.59
flops: 5.25
buf+inv: 10.6
xor+xnor: 3.98
simple gates: 19.4
fa+ha+maj: 39.7
compound gates: 17.5
worst min-delay path: cells and delay by family (launching register included):
kind            cells  cell delay, ps
compound gates      1              50
flops               1             310
simple gates        1              50
Power figures rest on the tool's default switching activity, not on a simulated workload.
